### design.v
module hazard_unit(rst, regwritem, regwritew, rd_m, rd_w, rs1_e, rs2_e, forwardae, forwardbe);
    input rst, regwritem, regwritew;
    input [4:0] rd_m, rd_w, rs1_e, rs2_e;
    output [1:0] forwardae, forwardbe;
    assign forwardae = (rst == 1'b1) ? 2'b00 : 
                       ((regwritem == 1'b1) & (rd_m != 5'h00) & (rd_m == rs1_e)) ? 2'b10 :
                       ((regwritew == 1'b1) & (rd_w != 5'h00) & (rd_w == rs1_e)) ? 2'b01 : 2'b00;
    assign forwardbe = (rst == 1'b0) ? 2'b00 : 
                       ((regwritem == 1'b1) & (rd_m != 5'h00) & (rd_m == rs2_e)) ? 2'b10 :
                       ((regwritew == 1'b1) & (rd_w != 5'h00) & (rd_w == rs2_e)) ? 2'b01 : 2'b00;
endmodule
### run.sh
#!/bin/bash
# OpenROAD 26Q1-2900-gdf79404cd8, Yosys 0.63+post, stock flow scripts
make -C /OpenROAD-flow-scripts/flow DESIGN_CONFIG=/design/flow/config.mk WORK_HOME=/design/flow/orfs finish
### config.mk
export PLATFORM = sky130hd
export DESIGN_NAME = hazard_unit
export DESIGN_NICKNAME = hazard_unit
export VERILOG_FILES = /design/flow/design.v
export SDC_FILE = /design/flow/constraint.sdc
export NUM_CORES = 4
export LEC_CHECK = 1
export CORE_AREA = 10 10 70 70
export DIE_AREA = 0 0 80 80
### constraint.sdc
current_design hazard_unit

set clk_period 3.3
set clk_io_pct 0.2

create_clock -name clk0 -period $clk_period

set non_clock_inputs [all_inputs -no_clocks]
set_input_delay [expr $clk_period * $clk_io_pct] -clock clk0 $non_clock_inputs
set_output_delay [expr $clk_period * $clk_io_pct] -clock clk0 [all_outputs]
==> Table 3: Implementation characteristics <==
Implementation parameters

Parameter                              Value

Detailed routing
  Antenna diode count .................. 0
  Vias per cell .................. roughly 3.3
  Post-DR wirelength/cell .................. around 11 µm
  Number of iterations in the first detailed-routing pass .................. 2
  Total wirelength of the detailed-routed design .................. roughly 1200 µm
  DRC violations left .................. 0
  Detailed-route via count .................. between 300 and 400
  Initial DRC Count .................. 4
  Antenna-violating nets left .................. 0

Yosys
  Netlist cell types .................. 12
  Seq share, synth .................. 0
  Yosys cell count .................. 36
  Post-Synthesis Cell Area .................. 278 µm²
  Fraction of synthesized cell area in xor and xnor cells .................. 0.631
  Synth Area per Inst .................. 7.72 µm²
  Share of synthesized cell area in and, or, nand and nor gates .................. 0.351
  Adder Area Share .................. 0
  Main combinational cell family by area after synthesis .................. XOR/XNOR gates
  Post-synthesis chip area from yosys .................. around 280 µm²
  Synthesized instance count .................. 36
  Portion of netlist area occupied by mux cells .................. 0
  Synth warn .................. 0
  AND-OR/OR-AND Cells, Area Fraction .................. 0.0180

Worst setup path
  Worst Path Max Fanout .................. 3
  Arr. time, crit path .................. approximately 2.5 ns
  Slowest cell on the critical path .................. or4_1
  Top cell by count, worst path .................. clkdlybuf4s50_1
  Worst path buffer plus inverter count .................. 2
  Peak per-stage delay on the critical path .................. roughly 0.56 ns
  Sort of element at the end of the critical path .................. output port
  Kind of cell with the highest combined delay on the critical path .................. buffers and inverters
  Cell Chain, Critical Path .................. clkdlybuf4s50_1, or4_1, nor2_2, nor4_1, nor3_2, clkdlybuf4s50_1
  Startpoint class of the critical path .................. input port
  Critical path data required time .................. around 2.6 ns
  CP Class .................. input port to output port

Global route
  GRT Resource Usage Total .................. 0.0337
  Aggregate global routing overflow .................. 0
  Maximum number of pins on one net before global-route repair .................. 5
  Number of global-route vias before repair .................. approximately 400
  Wire length of the first global-routing pass .................. 1750 µm
  Antenna violations before repair .................. 0

Place
  Global placer's final weighted congestion .................. 0.808
  Port Buf Inserts .................. 27
  Worst slack at placement .................. about 0.12 ns
  DPL Wire Length .................. around 1100 µm

Cells and area
  Count of clock buffers in the final design .................. 0
  Storage element area .................. 0 µm²
  Share of layout cells above drive strength 1 .................. 0.0317
  Signed area change from the synthesized netlist to the final layout .................. 118%
  Sequential cell count .................. 0

Pwr
  Clock network fraction of design power .................. 0
  P_int .................. slightly below 0.04 mW
  Fraction of power spent switching nets .................. 0.359
  Power per Cell Area .................. roughly 100 nW/µm²
  Net switching power figure .................. about 0.022 mW
  Part of the power in combinational logic .................. 1.000
  Worst VDD drop .................. roughly 0.000016 V
  Sequential Power Share .................. 0
  Leakage dissipation .................. ~0.19 nW
  Total Power Consumption .................. between 0.06 and 0.07 mW

Flow run
  Number of max-cap violations .................. 0
  Warning total across the stage logs .................. 32

Floorplan
  Die x size .................. about 80 µm
  FP Util .................. 0.0813
  Placeable Area .................. approximately 3400 µm²
  Floorplan die area .................. around 6400 µm²
  Std-Cell Rows .................. 21
  Ports placed on the boundary .................. 27
  Die boundary height .................. about 80 µm

STA
  Tightest Pin Transition .................. ~0.39 ns
  Timing-limited maximum frequency .................. approximately 0.32 GHz
  Final hold viol count .................. 0
  Final setup margin .................. between 0.1 and 0.15 ns
  Count of final max-slew check failures .................. 0
  Post-layout period usage .................. 0.962
  Worst slew slack as a fraction of its limit .................. 0.736
  RSZ-0062 raised after global routing .................. no
  Sum of negative setup slack .................. 0 ns
  Period minus WS final .................. between 3 and 4 ns
  Number of setup violations in the final report .................. 0

Run status
  Outcome .................. finished, final reports clean

Worst hold path
  Class of the most critical hold timing path .................. input port to output port

Clock tree
  # Post-CTS Setup Buffers .................. 0
  CTS Hold Bufs .................. 0
  Number of cells upsized or downsized after cts .................. 0
==> power by group through the flow <==
stage / Combinational, mW / Clock [mW] / Sequential [mW]
5_1_grt: 0.0668 / 0 / 0
6_report: 0.0618 / 0 / 0
4_1_cts: 0.0624 / 0 / 0
==> cell usage in the layout (no fill, tap or decap), drive strengths merged <==
cell type / n
and2: 1
clkdlybuf4s50: 27
nand3: 1
nand4: 3
nor2: 2
nor2b: 1
nor3: 1
nor4: 3
o21ai: 1
or4: 3
xnor2: 11
xor2: 9
==> logic make-up after synthesis <==
family	Yosys count
XOR/XNOR	20
AND/OR/NAND/NOR	15
AND-OR/OR-AND	1
==> final timing paths <==
check | end | start | cells after the start | slack (ns)
setup / recovery | forwardbe[0] | rd_m[1] | 6 | 0.13
hold / removal | forwardae[1] | rst | 3 | 2.28
==> area by class of cell <==
cell class / count / area [µm²]
well taps: 46 / 57.6
multi-input cells: 36 / 278
fillers: 375 / 2810
repair buffers: 27 / 270
==> cell usage after synthesis <==
master   instances  area [µm²]
nor2b_1          1        6.26
nor2_2           1        6.26
or4_1            3        22.5
o21ai_1          1        5.00
nor3_2           1        10.0
xor2_1           9        78.8
nor4_1           3        18.8
nand3_1          1        5.00
and2_1           1        6.26
nor2_1           1        3.75
nand4_1          3        18.8
xnor2_1         11        96.3
==> metrics by stage <==
stage	utilization	cell area, µm²	cells	hold WS (ns)
final	0.177	606	109	2.28
after global placement	0.177	606	109	2.29
after CTS	0.177	606	109	2.29
after global routing	0.177	606	109	2.33
after detailed placement	0.177	606	109	2.29
after floorplan	-	278	36	1.33
==> layer usage <==
metal | up-vias | part of all wire | track usage
met5 | - | 0 | 0
met4 | 0 | 0 | 0
met3 | 0 | 0.078 | 0.00682
met2 | 11 | 0.60 | 0.0754
met1 | 162 | 0.32 | 0.0303
li1 | 183 | - | -
Power figures rest on the tool's default switching activity, not on a simulated workload.
